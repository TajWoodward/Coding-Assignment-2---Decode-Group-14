File: config.mk
export PLATFORM = sky130hd
export DESIGN_NAME = top
export DESIGN_NICKNAME = top
export VERILOG_FILES = /design/flow/design.v
export SDC_FILE = /design/flow/constraint.sdc
export NUM_CORES = 4
export LEC_CHECK = 1
export CORE_UTILIZATION = 40
File: constraint.sdc
current_design top

set clk_period 4.6
set clk_io_pct 0.2

create_clock -name clk0 -period $clk_period [get_ports {clk}]

set non_clock_inputs [all_inputs -no_clocks]
set_input_delay [expr $clk_period * $clk_io_pct] -clock clk0 $non_clock_inputs
set_output_delay [expr $clk_period * $clk_io_pct] -clock clk0 [all_outputs]
File: design.v
module control(clk, rst, opcode, wb, mem, ex);
	input clk, rst;
	input [5:0] opcode;
	output reg [1:0] wb;
	output reg [2:0] mem;
	output reg [3:0] ex;
	parameter RTYPE 	= 6'b000000;
	parameter LW 		= 6'b100011;
	parameter SW		= 6'b101011;
	parameter BEQ 		= 6'b000100;
	parameter NOP 		= 6'b100000;
	initial begin
		wb = 2'd0;
		mem = 3'd0;
		ex = 4'd0;
	end
	always@(posedge clk)begin
	if(rst)begin
		wb = 	2'd0;
		mem =	3'd0;
		ex =	4'd0;
	end else begin
		case(opcode)
			RTYPE: begin
				wb <= 2'b10;
				mem <= 3'b000;
				ex <= 4'b1100;
			end
			LW: begin
				wb <= 2'b11;
				mem <= 3'b010;
				ex <= 4'b0001;
			end
			SW: begin
				wb <= 2'b00;
				mem <= 3'b001;
				ex <= 4'b0001;
			end
			BEQ: begin
				wb <= 2'b00;
				mem <= 3'b100;
				ex <= 4'b0010;
			end
			default: begin
				wb <= 2'b00;
				mem <= 3'b000;
				ex <= 0000;
			end
		endcase
		end
	end
endmodule
module idExLatch(clk, rst, ctl_wb, ctl_mem, ctl_ex, npc, readdat1, readdat2, sign_ext, instr_bits_2016, instr_bits_1511, ctl_wb_out, ctl_mem_out, ctl_ex_out, npc_out, readdat1_out, readdat2_out, sign_ext_out, instr_bits_2016_out, instr_bits_1511_out);
	input clk, rst;
	input [1:0] ctl_wb;
	input [2:0] ctl_mem;
	input [3:0] ctl_ex;
	input [31:0] npc, readdat1, readdat2, sign_ext; 
	input wire [4:0] instr_bits_2016, instr_bits_1511;
	output reg [1:0] ctl_wb_out;
	output reg [2:0] ctl_mem_out;
	output reg [3:0] ctl_ex_out;
	output reg [31:0] npc_out, readdat1_out, readdat2_out, sign_ext_out; 
	output reg [4:0] instr_bits_2016_out, instr_bits_1511_out;
always@(posedge clk)begin
	if(rst)begin
		ctl_wb_out <= 2'd0;
 		ctl_mem_out <= 3'd0;
	 	ctl_ex_out <= 4'd0;
		npc_out <= 32'd0;
		readdat1_out<= 32'd0;
		readdat2_out<= 32'd0;
		sign_ext_out <= 32'd0;
		instr_bits_2016_out <= 5'd0;
		instr_bits_1511_out <= 5'd0;
	end
	else begin
		ctl_wb_out <= ctl_wb;
 		ctl_mem_out <= ctl_mem;
	 	ctl_ex_out <= ctl_ex;
		npc_out <= npc;
		readdat1_out<= readdat1;
		readdat2_out<= readdat2;
		sign_ext_out <= sign_ext;
		instr_bits_2016_out <= instr_bits_2016;
		instr_bits_1511_out <= instr_bits_1511;
	end
end
endmodule
module regfile(clk, rst, regwrite, rs, rt, rd, writedata, A_readdat1, B_readdat2);
	input clk, rst, regwrite;
	input [4:0] rs, rt, rd;
	input [31:0] writedata;
	output reg [31:0] A_readdat1, B_readdat2;
	reg [31:0] REG [31:0];
	initial begin
		REG[0] = 32'h002300AA;
		REG[1] = 32'h10654321;
		REG[2] = 32'h00100022;
		REG[3] = 32'h8C123456;
		REG[4] = 32'h8F123456;
		REG[5] = 32'hAD654321;
		REG[6] = 32'h60000066;
		REG[7] = 32'h13012345;
		REG[8] = 32'hAC654321;
		REG[9] = 32'h12012345;
	end
	always@(posedge clk)begin
		if(rst)begin
			A_readdat1 = 32'd0;
			B_readdat2 = 32'd0;
		end
		else begin
			if(regwrite)begin
				REG[rd] <=writedata;
			end
			else begin
				A_readdat1 <= REG[rs];
				B_readdat2<= REG[rt];
			end
		end
	end
endmodule
module signExt(immediate, extended);
	input [15:0] immediate;
	output [31:0] extended;
	assign extended = {{16{immediate[15]}},immediate};
endmodule
module top(clk, rst, wb_reg_write, wb_write_reg_location, mem_wb_write_data, if_id_instr, if_id_npc, id_ex_wb, id_ex_mem, id_ex_execute, id_ex_npc, id_ex_readdat1, id_ex_readdat2, id_ex_sign_ext, id_ex_instr_bits_2016, id_ex_instr_bits_1511);
input clk, rst, wb_reg_write;
input [4:0] wb_write_reg_location;
input [31:0] mem_wb_write_data, if_id_instr, if_id_npc;
output [1:0] id_ex_wb;
output [2:0] id_ex_mem;
output [3:0] id_ex_execute;
output [31:0] id_ex_npc, id_ex_readdat1,id_ex_readdat2, id_ex_sign_ext;
output [4:0] id_ex_instr_bits_2016,id_ex_instr_bits_1511;
wire [1:0] wb;
wire [2:0] mem;
wire [3:0] execute;
wire [31:0] npc, readdat1,readdat2, sign_ext;
control u1(clk, rst, if_id_instr[31:26], wb, mem, execute);
signExt u2(if_id_instr[15:0], sign_ext);
regfile u3(clk, rst, wb_reg_write, if_id_instr[25:21], if_id_instr[20:16], wb_write_reg_location, mem_wb_write_data, readdat1, readdat2);
idExLatch u4(clk, rst, wb, mem, execute, if_id_npc, readdat1, readdat2, sign_ext, if_id_instr[20:16], if_id_instr[15:11], id_ex_wb, id_ex_mem,id_ex_execute, id_ex_npc, id_ex_readdat1, id_ex_readdat2, id_ex_sign_ext, id_ex_instr_bits_2016, id_ex_instr_bits_1511);
endmodule
File: run.sh
#!/bin/bash
# OpenROAD 26Q1-2900-gdf79404cd8, Yosys 0.63+post, stock flow scripts
make -C /OpenROAD-flow-scripts/flow DESIGN_CONFIG=/design/flow/config.mk WORK_HOME=/design/flow/orfs finish
==> run summary <==
yosys cell count: 3,097
Synthesized registers: 1,221
CTS tree: built
Least-Margin Pin Slew: 0.905 ns
simple share: 0.0410
post-CTS setup buffers: 0
DR DRC count: 0
Via density: 5.92
RSZ-0062 raised after global routing: no
Hold Buf Count CTS: 0
synth unique cells: 35
Seq pwr share: 0.491
Antenna Nets Post-Route: 0
Chip Area, Yosys: 54,500 sq um
Compound-Gate Fraction of Synth Area: 0.0601
f_max: 323 MHz
initial antenna violation count: 6
crit path DAT: 3.54 ns
Seq. cell area: 34,700 sq um
vias in the first global route: 33,500
total power density per cell area: 390 nW/um^2
# rows: 135
CTS root buf: clkbuf_16
Die Ht: 371 um
clock skew: 0.0321 ns
power share of the clock group: 0.412
outcome: completed
Fillers: 11,200
share of cells above drive strength 1: 0.278
sw frac: 0.233
met1 global-route usage: 0.327
CP Capture Type: flip-flop
tool warnings: 26
XOR/XNOR Area Share: 0
Longest Clk Path Bufs: 3
WP data required: 5.04 ns
CP max FO: 15
GR peak layer: met2
logic area: 18,400 sq um
setup TNS: 0 ns
area grow syn2layout: 17.4%
cell taking the most area after synthesis: edfxtp_1
DRT iter0 DRCs: 2,044
CP Launch Type: primary input
DP HPWL: 110,000 um
synthesized area: 54,500 sq um
Gate Count Post-Synth: 3,097
GR Util All Layers: 0.268
logic gate share of total power: 0.096
number of port buffers: 250
reg-to-reg startpoint: u3.REG[6][18]
r2r setup slk: 2.75 ns
total CTS buffers: 130
fin crit period: 3.10 ns
Mapped Avg Cell Area: 17.6 sq um
register share after synthesis: 0.637
minimum hold slack: 0.434 ns
IO Count: 251
core region area: 135,000 sq um
Pre-Repair DR Iteration Count: 5
P_sw: 5.81 mW
HP Class: flip-flop to flip-flop
Reg-to-Reg End: u3.B_readdat2[18]
P_int: 19.1 mW
DRT Wirelength: 167,000 um
Main logic family: multiplexers
Final setup viols: 0
Leak: 21.2 nW
largest net degree at the start of global routing: 75
CTS H-tree lvls: 4
yosys warns: 3
Worst-path clk slew: 0.06 ns
# resized after CTS: 0
first-pass GRT wire length: 238,000 um
VDD IR-drop max: 0.264 mV
Setup CP Type: primary input to flip-flop
worst reg-to-reg path cell count: 3
WL/cell: 31.7 um
GPL Wtd Cong: 0.929
Die ar.: 138,000 sq um
worst hold endpoint: u4.ctl_mem_out[2]
Pre-Place Util: 0.403
Die W: 371 um
biggest area cells: edfxtp_1 56%, mux4_2 16%, dfxtp_1 7.2%
max-slew violations: 0
met2 GRT Util: 0.395
Rel. slew slack: 0.397
Dominant cell area share: 0.564
Tcrit/Tclk final: 0.673
GR met3 Demand/Resource: 0.178
vias post-DR: 31,200
Worst Min Path Start: u1.mem[2]
Final Hold Violating Endpoints: 0
Adder Area Share: 0
# clock sinks: 1,221
grt total ovfl: 0
Max Cap Viol: 0
hold path cells: 1
Latency at later pin: 0.77 ns
post-synthesis mux area share: 0.231
==> synthesized netlist by cell type <==
cell type  count
a32oi_1       64
or3b_2         3
a221oi_2      99
or2_2          1
nor2_2         1
nor2b_2        1
buf_6          8
a211oi_1      64
a21oi_1        2
a22oi_1       64
mux4_2       384
nand2_1      133
nor2b_1      131
and2_1         5
buf_1         12
dfxtp_1      197
edfxtp_1    1024
nor4_1         3
clkbuf_1      95
buf_4         62
or3_1          2
nand2b_1       3
nand3_1       65
nand4_1        1
mux2i_1      320
nand4b_1       1
inv_1         67
nor3_1         3
nand3b_1       3
a221oi_1      29
buf_8          6
buf_2         67
buf_12         4
mux2_2        64
nor2_1       109
==> worst max-delay path, stage by stage <==
cell	delay (ns)
clkdlybuf4s50_1	0.72
or3b_2	0.73
nor2_4	0.76
buf_4	0.37
==> registers in the layout, summed over array words and instances, names as in the netlist <==
signal / cells
u1.wb: 2
u4.readdat2_out: 32
u1.ex: 3
u1.mem: 3
u3.A_readdat1: 32
u4.readdat1_out: 32
u3.REG: 1024
u4.ctl_wb_out: 2
u4.ctl_ex_out: 3
u4.npc_out: 32
u4.ctl_mem_out: 3
u4.sign_ext_out: 12
u4.instr_bits_2016_out: 5
u3.B_readdat2: 32
u4.instr_bits_1511_out: 4
==> power by group through the flow <==
stage	Combinational [mW]	Sequential, mW	Clock, mW
CTS	2.40	12.3	10.5
global route	2.54	12.3	10.9
finish	2.40	12.3	10.3
==> routing by layer <==
metal / vias to the layer above / share of wire
li1: 13300 / -
met1: 15800 / 0.34
met2: 1860 / 0.47
met3: 298 / 0.15
met4: 18 / 0.040
met5: - / 0.0022
==> cells by family (layout without fill, tap and decap cells) <==
logic type	count (synthesis)	in the layout
AND/OR/NAND/NOR	465	465
flip-flops	1221	1221
multiplexers	768	768
AND-OR/OR-AND	322	322
other	0	1
buffers and inverters	321	719
==> metrics by stage <==
stage	std cells	utilization	worst slack (ns)	cell area (sq um)	power, mW
2_1_floorplan	3097	-	0.939	54500	13.8
3_5_place_dp	5038	0.442	0.809	59800	14.9
4_1_cts	5276	0.473	1.61	64000	25.2
3_3_place_gp	5038	0.442	0.790	59800	14.9
5_1_grt	5276	0.473	1.42	64000	25.7
6_report	5277	0.473	1.50	64000	25.0
==> worst max-delay path by stage <==
stage | startpoint | endpoint | slack (ns) | depth (start not counted)
4_1_cts | wb_write_reg_location[1] | u3.REG[18][18] | 1.61 | 4
5_1_grt | wb_write_reg_location[1] | u3.REG[18][14] | 1.42 | 4
6_report | wb_write_reg_location[1] | u3.REG[18][18] | 1.50 | 4
==> cell type report <==
cell class / count / area share
Antenna cell: 1 / 0.0000391
Clock buffer: 186 / 0.0580
Clock inverter: 52 / 0.00755
Inverter: 67 / 0.00393
Multi-Input combinational cell: 1555 / 0.288
Sequential cell: 1221 / 0.542
Tap cell: 1781 / 0.0348
Timing Repair Buffer: 414 / 0.0659
==> cell usage in the layout (no fill, tap or decap), types with 29 or more instances in the layout <==
master              n
nand2_1           131
edfxtp_1         1024
nand3_1            65
clkbuf_16         135
a32oi_1            64
mux4_2            384
inv_1              67
mux2i_1           320
clkdlybuf4s50_1   242
nor2_1             72
a221oi_1           29
clkbuf_1           34
a22oi_1            64
buf_12             36
nor2_4             34
a221oi_2           99
dfxtp_1           197
mux2_2             64
a211oi_1           64
buf_4             128
nor2b_1           124
Power figures rest on the tool's default switching activity, not on a simulated workload.
